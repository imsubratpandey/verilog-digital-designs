[flow/config.mk]
export PLATFORM = sky130hd
export DESIGN_NAME = parallel_adder
export DESIGN_NICKNAME = parallel_adder
export VERILOG_FILES = /design/flow/design.v
export SDC_FILE = /design/flow/constraint.sdc
export NUM_CORES = 4
export LEC_CHECK = 1
export CORE_AREA = 10 10 70 70
export DIE_AREA = 0 0 80 80
[flow/constraint.sdc]
current_design parallel_adder

set clk_period 3.8
set clk_io_pct 0.2

create_clock -name clk0 -period $clk_period

set non_clock_inputs [all_inputs -no_clocks]
set_input_delay [expr $clk_period * $clk_io_pct] -clock clk0 $non_clock_inputs
set_output_delay [expr $clk_period * $clk_io_pct] -clock clk0 [all_outputs]
[flow/design.v]
module parallel_adder(input [3:0] a, input [3:0] b, input carryIn, output [3:0] sum, output carryOut);
   wire carry_output_1, carry_output_2, carry_output_3;
   full_adder module_1(a[0], b[0], carryIn, sum[0], carry_output_1);
   full_adder module_2(a[1], b[1], carry_output_1, sum[1], carry_output_2);
   full_adder module_3(a[2], b[2], carry_output_2, sum[2], carry_output_3);
   full_adder module_4(a[3], b[3], carry_output_3, sum[3], carryOut);
endmodule
module full_adder(input a, b, carryIn, output reg sum, carryOut);
   always @(a, b, carryIn) 
   begin 
       case({a, b, carryIn}) 
       3'b000: begin sum = 0; carryOut = 0; end 
       3'b001: begin sum = 1; carryOut = 0; end 
       3'b010: begin sum = 1; carryOut = 0; end 
       3'b011: begin sum = 0; carryOut = 1; end 
       3'b100: begin sum = 1; carryOut = 0; end 
       3'b101: begin sum = 0; carryOut = 1; end 
       3'b110: begin sum = 0; carryOut = 1; end 
       3'b111: begin sum = 1; carryOut = 1; end 
       endcase 
   end 
endmodule
[flow/run.sh]
#!/bin/bash
# OpenROAD 26Q1-2900-gdf79404cd8, Yosys 0.63+post, stock flow scripts
make -C /OpenROAD-flow-scripts/flow DESIGN_CONFIG=/design/flow/config.mk WORK_HOME=/design/flow/orfs finish
==> impl_metrics.tcl <==
# collected from the flow reports
set metrics [dict create \
    grt_pass1_wl_microns 1250 \
    fmax_ghz 0.275 \
    p_switching_uw 20.6 \
    holdPathStages 3 \
    grt-ovfl-total 0 \
    grt_usage 0.0226 \
    crit_arrival_ps 2880 \
    holdBufCountCts 0 \
    final_core_util 0.163 \
    crit_fanout 3 \
    ant_nets 0 \
    seqPwrFrac 0 \
    rsz0062_at_grt "false" \
    wl_per_cell_microns 7.31 \
    crit_start "b[0]" \
    finalHoldViolations 0 \
    holdWs_ps 2230 \
    gp_congestion 0.728 \
    clkbuf_count 0 \
    ys_types 12 \
    port_buffers 14 \
    drive_gt1_frac 0.259 \
    yosysSeqAreaShare 0 \
    dp_hpwl_microns 668 \
    p_per_area_nw_per_um2 108 \
    post-route-period-util 0.957 \
    p_leak_nw 0.282 \
    period_minus_slack_ps 3640 \
    first_pass_iters 2 \
    critPathKind "in2out" \
    grt_pass1_vias 290 \
    combPwrFrac 1.000 \
    switching_share 0.340 \
    area_growth_pct 83.5 \
    die_w_microns 80 \
    ios 14 \
    finalSetupViolations 0 \
    post_drt_via_cell_ratio 2.75 \
    synth.cell_area_sq_um 304 \
    multiInputGateArea_sq_um 256 \
    fp.dieH_microns 80 \
    syn_avg_cell_area_sq_um 8.00 \
    chipArea_sq_um 6400 \
    relSlewSlack 0.800 \
    antenna_cells 0 \
    cap_violations 0 \
    setup.worst_path.end_class "output port" \
    antenna_found_initial 0 \
    drt_iter0_markers 2 \
    ys_cells 38 \
    openroad.warnings 38 \
    num_rows 21 \
    internal-power_uw 39.9 \
    worst_pin_slew_ps 300 \
    n_fill_cell 386 \
    flop_area_sq_um 0 \
    ir_worst_vdd_uv 14.6 \
    drv_slew 0 \
    seq_cells 0 \
    core-area_sq_um 3420 \
    clock_power_share 0 \
    drc 0 \
    drt-total-wl_microns 760 \
    yosys.stat.chipArea_sq_um 304 \
    hp-class "in2out" \
    fp_util 0.0890 \
    ys.warnings.count 1 \
    crit_path_end "sum[1]" \
    status "complete, no violations" \
    via_count 286 \
    cp.required_ps 3040 \
    cp-start-kind "primary input" \
    grt_start_max_net_pins 5 \
    synthCells 38 \
]
layout make-up:
type / count / share of cell area
timing repair buffer: 24 / 0.390
multi-input combinational: 27 / 0.460
inverter: 7 / 0.0471
tap: 46 / 0.103
power groups by stage:
stage / Sequential, mW / Combinational (mW) / Clock, mW
6_report: 0 / 0.0604 / 0
4_1_cts: 0 / 0.0610 / 0
5_1_grt: 0 / 0.0690 / 0
layout by cell type, fill, tap and decap left out, types with 2 or more instances in the layout:
| cell type | synthesis | routed |
|---|---|---|
| buf_4 | 4 | 10 |
| ha_1 | 11 | 9 |
| clkdlybuf4s50_1 | 0 | 9 |
| inv_1 | 7 | 7 |
| nor2_1 | 3 | 3 |
| a21oi_1 | 3 | 3 |
| nor2b_1 | 2 | 2 |
| mux2i_1 | 3 | 2 |
| ha_2 | 0 | 2 |
| dlygate4sd2_1 | 0 | 2 |
| clkdlybuf4s15_2 | 0 | 2 |
per-layer routing:
| metal | track usage | wire (microns) | part of all wire |
|---|---|---|---|
| met5 | 0 | 0 | 0 |
| met4 | 0 | 0 | 0 |
| met3 | 0.00227 | 14 | 0.018 |
| met2 | 0.0465 | 482 | 0.63 |
| met1 | 0.0250 | 264 | 0.35 |
repair_timing:
item                       in CTS  in global routing
setup endpoints to repair       2                  2
pin swaps                       1                  2
buffers inserted                5                  0
resized                        10                  2
cloned                          0                  0
cell families after synthesis:
group	Yosys count	share of synthesized area
buf+inv	11	0.185
fa+ha+maj	11	0.453
simple gates	6	0.0988
xor+xnor	1	0.0288
compound gates	6	0.136
mux	3	0.0988
worst max-delay path, cell delays in order:
cell	delay [ps]
clkdlybuf4s15_2	200
ha_1	190
inv_1	60
mux2i_2	70
buf_4	130
buf_4	120
buf_4	120
buf_4	120
buf_4	120
buf_4	120
ha_1	260
a21oi_1	130
clkdlybuf4s50_1	480
synthesized netlist by cell type, drive strengths merged:
library cell  count  share of area
buf               4          0.099
nor2              3          0.037
a21o              1          0.025
inv               7          0.086
o32ai             1          0.029
nor2b             2          0.041
ha               11           0.45
a21oi             3          0.049
o32a              1          0.033
mux2i             3          0.099
nand2b            1          0.021
xor2              1          0.029
metrics by stage:
stage,instance area [sq um],instances,worst slack [ps],power [mW],TNS (ps)
floorplan,304,38,738,0.0284,0
global placement,509,99,-320,0.0553,-547
detailed placement,509,99,-359,0.0562,-619
CTS,552,104,38.5,0.0610,0
global route,558,104,4.69,0.0690,0
finish,558,104,164,0.0604,0
worst min path at each step:
stage,startpoint,end
global route,a[3],carryOut
CTS,a[0],sum[0]
finish,a[3],carryOut
Power and IR drop assume default switching activity.

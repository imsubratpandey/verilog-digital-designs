### ./run.sh
#!/bin/bash
# OpenROAD 26Q1-2900-gdf79404cd8, Yosys 0.63+post, stock flow scripts
make -C /OpenROAD-flow-scripts/flow DESIGN_CONFIG=/design/flow/config.mk WORK_HOME=/design/flow/orfs finish
### ./config.mk
export PLATFORM = sky130hd
export DESIGN_NAME = shift_register
export DESIGN_NICKNAME = shift_register
export VERILOG_FILES = /design/flow/design.v
export SDC_FILE = /design/flow/constraint.sdc
export NUM_CORES = 4
export LEC_CHECK = 1
export CORE_AREA = 10 10 70 70
export DIE_AREA = 0 0 80 80
### ./constraint.sdc
current_design shift_register

set clk_period 1.6
set clk_io_pct 0.2

create_clock -name clk0 -period $clk_period [get_ports {clk}]

set non_clock_inputs [all_inputs -no_clocks]
set_input_delay [expr $clk_period * $clk_io_pct] -clock clk0 $non_clock_inputs
set_output_delay [expr $clk_period * $clk_io_pct] -clock clk0 [all_outputs]
### ./design.v
module shift_register(
  input clk, rst_n, 
  input [1:0] select,
  input [3:0] p_din,
  input s_left_din,
  input s_right_din,
  output reg [3:0] p_dout,
  output s_left_dout,
  output s_right_dout
);
  always@(posedge clk) begin
    if(!rst_n) p_dout <= 0;
    else begin
      case(select)
        2'h1: p_dout <= {s_right_din,p_dout[3:1]};
        2'h2: p_dout <= {p_dout[2:0],s_left_din};
        2'h3: p_dout <= p_din;
        default: p_dout <= p_dout;
      endcase
    end
  end
  assign s_left_dout = p_dout[0];
  assign s_right_dout = p_dout[3];
endmodule
==> impl_summary.log <==
[report] extracting results
INFO  metric outcome = finished, final reports clean
INFO  metric power.leakage = 0.161 nW
INFO  metric grt_pass1_wl = 1.01 mm
INFO  metric synthCells = 21
INFO  metric grt_remaining_overflow = 0
INFO  metric yosys-top-cells-count = 8 x mux2i_1, 4 x dfxtp_1, 4 x o22ai_1
INFO  metric netlist-cell-type-count = 7
INFO  metric die.size.y = 80 um
INFO  metric max_freq = 0.717 GHz
INFO  metric tritoncts.num_buffers = 3
INFO  metric cts_buffer_depth = 2
INFO  metric worst_slew_pin_slew = 139 ps
INFO  metric count_of_final_max_slew_check_failures = 0
INFO  metric cp_top_family = buffers and inverters
INFO  metric async_flop_share = 0%
INFO  metric post-synth-top-count-cell = mux2i_1
INFO  metric initial_utilization = 6.48%
INFO  metric edf_count = 0
INFO  metric crit_path_max_incr_delay = 490 ps
INFO  metric ys_top_cells_by_area = dfxtp_1 36%, mux2i_1 36%, o22ai_1 11%
INFO  metric syn-mean-instance-area = 10.5 um^2
INFO  metric registers.top_by_ff_count = p_dout
INFO  metric min_path_type = reg2reg
INFO  metric numClockSinks = 4
INFO  metric drt-wirelength-per-cell = 7.64 um
INFO  metric die-width = 80 um
INFO  metric postRouteAntennaNets = 0
INFO  metric detailedPlacementHpwl = 557 um
INFO  metric drv.max_cap_violation_count = 0
INFO  metric total_switching_power = 0.0609 mW
INFO  metric clock.latency.late_pin = 230 ps
INFO  metric route.detailed.drc = 0
INFO  metric sw_frac_of_total = 20.3%
INFO  metric design.die.area = 6400 um^2
INFO  metric gp_congestion = 0.722
INFO  metric ys_seq_share = 36.2%
INFO  metric largest_register_ff_count = 4
INFO  metric final_hold_viol_count = 0
INFO  metric cp.arrival = 1070 ps
INFO  metric power.density = 693 nW/um^2
INFO  metric cts.repair_timing.setup_buffer_count = 0
INFO  metric cells_yosys = 21
INFO  metric cts-hold-fix-buffers = 0
INFO  metric power.combinational.fraction = 21.9%
INFO  metric yosys_area = 221 um^2
INFO  metric irDropWorstVdd = 0.110 mV
INFO  metric finalSetupViolations = 0
INFO  metric cts_repair_resize_count = 0
INFO  metric netlist.top_cell.by_area = dfxtp_1
INFO  metric drt_pass1_iterations = 2
INFO  metric internal_power = 0.239 mW
INFO  metric cpMaxStageDelayCell = clkdlybuf4s50_1
INFO  metric share_of_cells_above_drive_strength_1 = 10.8%
INFO  metric cts_tree = yes
INFO  metric final.setup.worst_slack = 206 ps
INFO  metric area_growth = 95.5%
INFO  metric clock_power_share = 40.5%
INFO  metric totalNegativeSetupSlack = 0 ps
INFO  metric required = 1280 ps
INFO  metric synth-main-ff-cell = dfxtp_1
INFO  metric finalPower = 0.300 mW
INFO  metric biggestRegsByFlops = p_dout: 4 flops
INFO  metric place.port_buffers = 15
INFO  metric log.warning_count = 25
INFO  metric worst_clock_skew = 1.64 ps
INFO  metric wl = 634 um
INFO  metric root_buffer = clkbuf_4
INFO  metric worst_path_fanout_max = 4
INFO  metric htree_num_levels = 1
INFO  metric slew_headroom = 90.4%
INFO  metric top_level_ports = 16
INFO  metric critical_path.cell_chain = clkdlybuf4s50_1
INFO  metric fill_cells = 392
INFO  metric post_placement_worst_setup_slack = 217 ps
INFO  metric critical_path.startpoint_type = flip-flop
INFO  metric pwr-share-seq = 37.5%
INFO  metric final_min_period_over_clock_period = 87.2%
INFO  metric min_period = 1390 ps
INFO  metric avgViaCountPerCell = 2.65
INFO  metric grt_setup_unrepaired = false
INFO  metric numSynthFlops = 4
INFO  metric clk_pin_slew_worst_setup_hold_paths = 40 ps
INFO  metric number_of_drc_violations_after_detailed_routing_iteration_0 = 5
INFO  metric row_count = 21
INFO  metric routed-via-count = 220
INFO  metric timing.critical_path.to_type = output pin
INFO  metric finish.utilization = 12.7%
INFO  metric route.antenna.diode_count = 0
INFO  metric worstPathBufferInverterCount = 1
INFO  metric netlist_area = 221 um^2
INFO  metric antenna_found_initial = 0
INFO  metric grt_start_max_net_pins = 9
INFO  metric type_of_the_setup_path_with_the_least_slack = reg2out
INFO  metric synth.yosys.warnings = 1
INFO  metric core-area = 3420 um^2
INFO  metric first_global_vias = 230
INFO  metric global_route.usage.total = 1.88%
INFO  metric yosys.area.top_type_share = 36.2%
-- routing by layer --
metal  vias up  part of all wire, %  global-route usage, %
met4         0                  4.3                   1.41
li1        109                    -                      -
met2        12                   45                   3.13
met3         2                   13                  0.682
met1        97                   37                   1.86
met5         -                    0                      0
-- worst reg2reg max path: stages, from the launching register on --
cell and delay, ps:
dfxtp_1 320, mux2i_1 150, o22ai_1 90
-- power by group through the flow --
stage | Sequential [mW] | Clock [mW] | Combinational, mW
global route | 0.114 | 0.135 | 0.0717
CTS | 0.113 | 0.130 | 0.0671
finish | 0.113 | 0.122 | 0.0659
-- layout by cell type (no fill, tap or decap), drive strengths merged --
| cell type | netlist | layout |
|---|---|---|
| nand2b | 1 | 1 |
| buf | 3 | 1 |
| o22ai | 4 | 4 |
| nand2 | 1 | 1 |
| clkbuf | 0 | 3 |
| clkdlybuf4s50 | 0 | 15 |
| dfxtp | 4 | 4 |
| mux2i | 8 | 8 |
-- final timing paths --
| path | to | start | slack (ps) | depth (start not counted) |
|---|---|---|---|---|
| worst min-delay path | p_dout[0] | p_dout[1] | 590 | 2 |
| worst min register to register | p_dout[0] | p_dout[1] | 590 | 2 |
| worst max-delay path | s_right_dout | p_dout[3] | 210 | 1 |
| worst max register to register | p_dout[2] | p_dout[1] | 920 | 2 |
-- cell type report --
| type | instances | area, um^2 | share of cell area (%) |
|---|---|---|---|
| tap | 46 | 57.6 | 13.3 |
| sequential | 4 | 80.1 | 18.5 |
| clock buffer | 3 | 22.5 | 5.20 |
| multi-input combinational | 14 | 115 | 26.6 |
| timing repair buffer | 16 | 158 | 36.4 |
-- cell families (layout without fill, tap and decap cells) --
kind of cell           Yosys count  after routing  synth area share [%]
buffers and inverters            3             19                  11.9
muxes                            8              8                  36.2
and+or+nand+nor                  2              2                  4.52
DFF                              4              4                  36.2
AOI/OAI and AO/OA                4              4                  11.3
-- through the flow --
stage | instances | cell area (um^2) | hold slack, ps
floorplan | 21 | 221 | 493
global placement | 80 | 410 | 572
detailed placement | 80 | 410 | 585
CTS | 83 | 433 | 594
global route | 83 | 433 | 616
finish | 83 | 433 | 585
Power figures rest on the tool's default switching activity, not on a simulated workload.
